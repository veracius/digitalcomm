===== flow/design.v =====
`timescale 1ns/100ps  
module encoder
   #( parameter BITS_WIDTH = 5,  
      parameter DIM0_WIDTH = 2,  
      parameter DIM1_WIDTH = 2,  
      parameter DIM2_WIDTH = 1)  
   (  input clk, rst,
      input      [BITS_WIDTH-1:0] data,
      output [DIM0_WIDTH-1:0] x0,
      output [DIM1_WIDTH-1:0] x1,
      output [DIM2_WIDTH-1:0] x2
   );
   reg [DIM0_WIDTH-1:0] x0_reg;
   reg [DIM1_WIDTH-1:0] x1_reg;
   reg [DIM2_WIDTH-1:0] x2_reg;
   always @(posedge clk) begin: encoder_proc
      if(rst == 1'b1) begin
         x0_reg <= {DIM0_WIDTH{1'b0}};
         x1_reg <= {DIM1_WIDTH{1'b0}};
         x2_reg <= {DIM2_WIDTH{1'b0}};
      end else begin
         x0_reg <= data[DIM0_WIDTH-1:0];
         x1_reg <= data[DIM0_WIDTH+DIM1_WIDTH-1:DIM0_WIDTH];
         x2_reg <= data[BITS_WIDTH-1:DIM0_WIDTH+DIM1_WIDTH];
      end
   end
   assign x0 = x0_reg;
   assign x1 = x1_reg;
   assign x2 = x2_reg;
endmodule

===== flow/run.sh =====
#!/bin/bash
# OpenROAD 26Q1-2900-gdf79404cd8, Yosys 0.63+post, stock flow scripts
make -C /OpenROAD-flow-scripts/flow DESIGN_CONFIG=/design/flow/config.mk WORK_HOME=/design/flow/orfs finish

===== flow/config.mk =====
export PLATFORM = sky130hd
export DESIGN_NAME = encoder
export DESIGN_NICKNAME = encoder
export VERILOG_FILES = /design/flow/design.v
export SDC_FILE = /design/flow/constraint.sdc
export NUM_CORES = 4
export LEC_CHECK = 1
export CORE_AREA = 10 10 70 70
export DIE_AREA = 0 0 80 80
export SYNTH_HDL_FRONTEND = slang

===== flow/constraint.sdc =====
current_design encoder

set clk_period 1.0
set clk_io_pct 0.2

create_clock -name clk0 -period $clk_period [get_ports {clk}]

set non_clock_inputs [all_inputs -no_clocks]
set_input_delay [expr $clk_period * $clk_io_pct] -clock clk0 $non_clock_inputs
set_output_delay [expr $clk_period * $clk_io_pct] -clock clk0 [all_outputs]

==> job_summary.md <==
### Yosys + OpenROAD results

| Metric | Value |
|---|---|
| Clock Pin Slew Worst Setup and Hold Paths | `0.04 ns` |
| First-pass iteration count of the detailed router | `1` |
| GPL Wtd Cong | `about 0.65` |
| Die width | `roughly 80 µm` |
| H-tree depth | `1` |
| Cycle use final | `0.950` |
| CTS tree | `yes` |
| Switching power | `between 90 and 100 µW` |
| Yosys stat area | `131 µm²` |
| Antenna violations before repair | `0` |
| Synthesis-to-layout area growth | `141%` |
| Yosys warns | `0` |
| Worst Tran Pin Value | `0.151 ns` |
| DRC viols | `0` |
| Flop area | `between 100 and 150 µm²` |
| Achievable clock frequency | `roughly 1100 MHz` |
| Hold Path Depth | `2` |
| Worst setup EP type | `primary output` |
| Max VDD drop | `738 µV` |
| Sequential power share | `0.433` |
| Largest net degree at the start of global routing | `6` |
| Yosys reg bits | `5` |
| Post-Route M1 WL | `between 300 and 400 µm` |
| CP max stage delay | `0.31 ns` |
| Hold wc startpoint | `data[3]` |
| Max-cap violations | `0` |
| Syn Area/Cell | `about 13 µm²` |
| Worst Path Arrival | `around 0.75 ns` |
| Final setup viols | `0` |
| Crit path launch type | `flip-flop` |
| CP max FO | `1` |
| Power share of the combinational group | `0.094` |
| Worst Hold Path EP | `x1[1]$_SDFF_PP0_` |
| Via Count | `124` |
| CTS Buffer Depth | `2` |
| Status | `finished, final reports clean` |
| Crit path kind | `reg -> out` |
| Crit path cell chain | `clkdlybuf4s15_1` |
| Pint | `397 µW` |
| FP Rows | `21` |
| # clock sinks | `5` |
| Met3 WL | `117 µm` |
| Slew headroom | `0.899` |
| Yosys Instances | `10` |
| Area of the multi-input gates | `roughly 31 µm²` |
| Crit-path slowest cell | `dfxtp_1` |
| Tool warning count | `25` |
| Antenna Cells | `0` |
| Max Used Layer | `met3` |
| Final Routed Wirelength | `515 µm` |
| Core Area | `3420 µm²` |
| Fillers | `about 420` |
| Period minus WS final | `between 0.9 and 1 ns` |
| Slew Viols, Final | `0` |
| Final Hold Viols | `0` |
| Cells after Synth | `10` |
| Vias in the first global route | `between 150 and 200` |
| Layout cells sized above 1 | `0.240` |
| Met2 WL | `just over 70 µm` |
| RSZ-0062 raised after global routing | `no` |
| WP buf/inv | `1` |
| DRT iter0 DRCs | `0` |
| Drt wl/cell | `~7.3 µm` |
| Lkg Pwr | `around 0.00011 µW` |
| Die area | `6400 µm²` |
| Die height | `roughly 80 µm` |
| I/O Buffers | `11` |
| # IOs | `12` |
| Setup_tns | `0 ns` |
| Post-CTS setup buffers | `0` |
| Switching part of the total | `0.198` |
| Total GRT Usage | `0.0171` |
| Syn Std Cell Area | `between 100 and 150 µm²` |
| Hold WS | `0.519 ns` |
| CTS root buf | `clkbuf_4` |
| Clk pwr share | `0.473` |
| Vias per cell | `1.75` |
| Distinct lib cells | `2` |
| FP Core Util | `0.0385` |
| Worst Hold Class | `in -> reg` |
| Synth Seq Share | `0.762` |
| CTS Hold Bufs | `0` |
| First-pass GRT wire length | `~780 µm` |
| Required @ worst endpoint | `around 0.8 ns` |
| DRT antenna net count | `0` |
| TritonCTS buffer count | `3` |
| Gr ovfl total | `0` |
| PD cells | `~1600 nW/µm²` |
| Critical path's top delay family | `flip-flops` |
layout by cell type (no fill, tap or decap), drive strengths merged:
master / netlist / final
clkbuf: 0 / 6
clkdlybuf4s15: 0 / 3
clkdlybuf4s50: 0 / 6
dfxtp: 5 / 5
nor2b: 5 / 5
cell usage after synthesis:
cell | n | share of area
nor2b_1 | 5 | 0.24
dfxtp_1 | 5 | 0.76
layout make-up:
| class | instances | area share |
|---|---|---|
| flip-flops and latches | 5 | 0.320 |
| well taps | 46 | 0.182 |
| repair buffers | 11 | 0.316 |
| clock buffers | 4 | 0.0830 |
| multi-input cells | 5 | 0.0988 |
kinds of logic (layout without fill, tap and decap cells):
logic type,count (synthesis),count (layout),share of synthesized area
buffers and inverters,0,15,0
DFF,5,5,0.762
and+or+nand+nor,5,5,0.238
power by group through the flow:
stage / Clock (µW) / Combinational, µW / Sequential (µW)
after CTS: 247 / 47.9 / 214
final: 234 / 46.4 / 215
after global routing: 276 / 51.0 / 215
metal layers:
metal  GRT usage  up-vias
li1            -       60
met1      0.0252       49
met2      0.0128       15
met3      0.0227        0
met4           0        0
met5           0        -
timing repair:
action	4_1_cts	5_1_grt
resized	7	6
cloned	0	0
setup endpoints to repair	5	4
pin swaps	0	0
per-stage QoR:
step / total power, µW / std cells / utilization / instance area (µm²) / setup WS, ns
finish: 495 / 71 / 0.0927 / 317 / 0.0504
global route: 542 / 71 / 0.0927 / 317 / 0.00369
global placement: 271 / 67 / 0.0875 / 299 / 0.0124
floorplan: 220 / 10 / - / 131 / 0.538
CTS: 509 / 71 / 0.0941 / 322 / 0.00338
detailed placement: 272 / 67 / 0.0875 / 299 / 0.00701
worst max-delay path by stage:
stage       end              from  slack [ns]  cells after the start
4_1_cts   x1[1]  x1[1]$_SDFF_PP0_       0.003                      1
5_1_grt      x2     x2$_SDFF_PP0_       0.004                      1
6_report     x2     x2$_SDFF_PP0_        0.05                      1
Power figures rest on the tool's default switching activity, not on a simulated workload.
