==> ./design.v <==
`timescale 1ns/100ps  
module sequencer
   #( parameter BITS_WIDTH =  5,
      parameter PRBS_SIZE  = 32,
      parameter PRBS_SEED  = 32'b1011_0101_0101_0011_1000_1100_1001_1111)  
   (  input clk, rst,
      output [BITS_WIDTH-1:0] data
   );
   reg [PRBS_SIZE-1:0] prbs_reg;
   always @(posedge clk) begin: sequencer_proc
      if(rst == 1'b1) begin
         prbs_reg <= PRBS_SEED;
      end else begin
         prbs_reg[PRBS_SIZE-2:0] <=  prbs_reg[PRBS_SIZE-1:1];              
         prbs_reg[PRBS_SIZE-1]   <= (prbs_reg[31] ^ prbs_reg[28]) ^ 1'b1;  
      end
   end
   assign data = prbs_reg[BITS_WIDTH-1:0];
endmodule
==> ./run.sh <==
#!/bin/bash
# OpenROAD 26Q1-2900-gdf79404cd8, Yosys 0.63+post, stock flow scripts
make -C /OpenROAD-flow-scripts/flow DESIGN_CONFIG=/design/flow/config.mk WORK_HOME=/design/flow/orfs finish
==> ./config.mk <==
export PLATFORM = sky130hd
export DESIGN_NAME = sequencer
export DESIGN_NICKNAME = sequencer
export VERILOG_FILES = /design/flow/design.v
export SDC_FILE = /design/flow/constraint.sdc
export NUM_CORES = 4
export LEC_CHECK = 1
export CORE_AREA = 10 10 82 82
export DIE_AREA = 0 0 92 92
export SYNTH_HDL_FRONTEND = slang
==> ./constraint.sdc <==
current_design sequencer

set clk_period 1.3
set clk_io_pct 0.2

create_clock -name clk0 -period $clk_period [get_ports {clk}]

set non_clock_inputs [all_inputs -no_clocks]
set_input_delay [expr $clk_period * $clk_io_pct] -clock clk0 $non_clock_inputs
set_output_delay [expr $clk_period * $clk_io_pct] -clock clk0 [all_outputs]
==> reports/results.ini <==
[flow_run]
drv_cap = 0
tool_warnings = 25

[synthesis]
synth.avg_cell_area_um2 = 12.6
ys_seq_share_pct = 69.8
yosys_area_um2 = 917
ys_top_logic_family = simple AND/OR/NAND/NOR gates
ys_warn_count = 0
fa_ha_area_share_pct = 0
synthXorXnorAreaFrac_pct = 0.955
ys_cells = 73
mux_share_pct = 0
simple_gate_share_pct = 21.8
synth.distinct_cells = 7
syn_inst = 73
ys_sh_aoi_pct = 0
syn_area_um2 = 917
ys_ff = 32

[grt]
grt_pass1_vias = 397
overflow = 0
antenna_found_initial = 0
track_usage_pct = 2.91
grt_start_max_net_pins = 18
grt_pass1_wl_um = 1930

[sta]
max_clock_freq_mhz = 926
setup_tns_ns = 0
fin_skew_ns = 0.00282
fin_hold_ws_ns = 0.399
hold_violations = 0
timing.final.crit_period_ns = 1.08
period_used_pct = 83.0
setup_viol = 0
slew_viol_final = 0
setup_ws_ns = 0.221
relSlewSlack_pct = 91.4
worst_pin_slew_ns = 0.130
rsz0062_at_grt = no

[detailed_routing]
vias_per_cell = 2.75
dr.pass1.iters = 2
wirelength_um = 1050
ant_nets = 0
drtIter0Drc = 28
drc = 0
wl_per_cell_um = 6.97
vias = 415
antennaDiodeCount = 0

[placed_design]
gp_congestion = 0.706
pre_cts_ws_ns = 0.0768
place_hpwl_um = 619
port_buffers = 6

[cts]
cts_root_buffer = clkbuf_8
htreeDepth = 2
cts_max_path_buffers = 2
insertion_delay_ns = 0.27
clk_pin_slew_ns = 0.06
cts_sinks = 32
cts_tree = yes
cts_buffers = 5

[critical_path]
critPathKind = reg -> out
crit_path_top_delay_cell = dfxtp_2
critPathArrivalTime_ns = 0.82
cp-start-kind = flop
worstPathCellList = dlygate4sd2_1
cp_max_fo = 2
cpPeakStageDelay_ns = 0.32
critical_path_buf_inv_count = 1
cp_top_family = flip-flops
crit_required_ns = 1.04
crit_path_end_kind = primary output

[floorplan]
core_area_mm2 = 0.00507
floorplan.die_area_mm2 = 0.00846
fp_util_pct = 18.1
dieHeight_um = 92
top_level_ports = 7
fp.dieW_um = 92
rows = 26

[finish]
layout-drive-gt1-share_pct = 16.0
largest_register_ffs = 32
area_delta_synth_final_pct = 22.0

[min_path]
hold_class = reg -> reg

[outcome]
outcome = completed

[pwr]
power_leakage_nw = 0.417
vdd.ir_drop.worst_uv = 565
fin_total_pwr_mw = 2.01
p_per_area_mw_per_mm2 = 1800

-- Yosys cell counts --
master / number / area share [%]
dfxtp_1: 32 / 70
or2_1: 17 / 12
nor2b_1: 14 / 9.5
buf_4: 6 / 4.9
buf_6: 2 / 2.5
nand2b_1: 1 / 0.68
xor2_1: 1 / 0.96
-- metal layers --
metal	wire, um	GRT usage (%)	vias up
li1	-	-	226
met1	532	3.86	174
met2	346	3.29	9
met3	114	2.31	6
met4	60	1.29	0
met5	0	0	-
-- final timing paths --
| path | startpoint | endpoint | slack (ns) | cells past startpoint |
|---|---|---|---|---|
| min | prbs_reg[18]$_SDFF_PP0_ | prbs_reg[17]$_SDFF_PP1_ | 0.40 | 1 |
| max | prbs_reg[4]$_SDFF_PP1_ | data[4] | 0.22 | 1 |
| min reg2reg | prbs_reg[18]$_SDFF_PP0_ | prbs_reg[17]$_SDFF_PP1_ | 0.40 | 1 |
| max reg2reg | prbs_reg[28]$_SDFF_PP1_ | prbs_reg[31]$_SDFF_PP1_ | 0.64 | 2 |
-- cell type report --
class	count	area, um^2
clock buffers	6	72.6
well taps	70	87.6
multi-input cells	33	209
clock inverters	2	35.0
flip-flops and latches	32	646
fillers	559	3960
repair buffers	8	68.8
-- metrics by stage --
step / instances / instance area [um^2] / utilization (%)
final: 151 / 1120 / 22.0
after global routing: 151 / 1120 / 22.0
after floorplan: 73 / 917 / -
after global placement: 143 / 1010 / 19.9
after detailed placement: 143 / 1010 / 19.9
after CTS: 151 / 1120 / 22.0
-- logic make-up (layout without fill, tap and decap cells) --
group	count (synthesis)	count (layout)
buffers and inverters	8	16
xor gates and xnor gates	1	1
DFF	32	32
and+or+nand+nor	32	32
-- power breakdown --
group | total (mW) | switching [mW] | internal (mW)
sequential | 1.06 | 0.0137 | 1.04
combinational | 0.0655 | 0.0249 | 0.0406
clock | 0.891 | 0.324 | 0.567
total | 2.01 | 0.362 | 1.65
-- cell usage in the layout (no fill, tap or decap), drive strengths merged --
master,n
xor2,1
or2,17
buf,2
clkbuf,6
clkdlybuf4s50,1
nand2b,1
dlygate4sd2,5
nor2b,14
dfxtp,32
bufinv,1
clkinv,1
-- worst reg2reg max path, delay by kind of cell, from the launching register on --
kind             cells  cell delay, ns
XOR/XNOR             1            0.14
AND/OR/NAND/NOR      1            0.07
flip-flops           1            0.34
-- timing repair --
action / CTS / global route
hold buffers: 0 / 0
endpoints found under the setup margin: 5 / 0
buffers inserted: 0 / 0
resized: 9 / 0
No activity file was given, so power comes from the tool's default toggle rates.
