## flow/run.sh

```bash
#!/bin/bash
# OpenROAD 26Q1-2900-gdf79404cd8, Yosys 0.63+post, stock flow scripts
make -C /OpenROAD-flow-scripts/flow DESIGN_CONFIG=/design/flow/config.mk WORK_HOME=/design/flow/orfs finish
```

## flow/config.mk

```make
export PLATFORM = sky130hd
export DESIGN_NAME = synchronizer
export DESIGN_NICKNAME = synchronizer
export VERILOG_FILES = /design/flow/design.v
export SDC_FILE = /design/flow/constraint.sdc
export NUM_CORES = 4
export LEC_CHECK = 1
export CORE_AREA = 10 10 70 70
export DIE_AREA = 0 0 80 80
export SYNTH_HDL_FRONTEND = slang
```

## flow/constraint.sdc

```tcl
current_design synchronizer

set clk_period 1.0
set clk_io_pct 0.2

create_clock -name clk0 -period $clk_period [get_ports {clk_dest}]
create_clock -name clk1 -period $clk_period [get_ports {clk_src}]

set non_clock_inputs [all_inputs -no_clocks]
set_input_delay [expr $clk_period * $clk_io_pct] -clock clk0 $non_clock_inputs
set_output_delay [expr $clk_period * $clk_io_pct] -clock clk0 [all_outputs]
```

## flow/design.v

```verilog
`timescale 1ns/100ps  
module synchronizer
   #( parameter BITS_WIDTH = 5)
   (  input  clk_src, clk_dest, rst, ctrl,
      input  [BITS_WIDTH-1:0] data_src,
      output [BITS_WIDTH-1:0] data_dest
   );
   reg [BITS_WIDTH-1:0] data_src_reg;   
   reg [BITS_WIDTH-1:0] data_dest_reg;  
   reg ctrl_reg;                        
   reg sync1_reg, sync2_reg;            
   wire [BITS_WIDTH-1:0] data_dest_d;  
   always @(posedge clk_src) begin: src_data_proc
      if(rst == 1'b1) begin
         data_src_reg <= {BITS_WIDTH{1'b0}};
      end else begin
         data_src_reg <= data_src;
      end
   end
   assign data_dest_d = (sync2_reg) ? data_src_reg: data_dest_reg;
   always @(posedge clk_dest) begin: dest_data_proc
      if(rst == 1'b1) begin
         data_dest_reg <= {BITS_WIDTH{1'b0}};
      end else begin
         data_dest_reg <= data_dest_d;
      end
   end
   assign data_dest = data_dest_reg;
   always @(posedge clk_src) begin: ctrl_src_reg_proc
      if(rst == 1'b1) begin
         ctrl_reg <= 1'b0;
      end else begin
         ctrl_reg <= ctrl;
      end
   end
   always @(posedge clk_dest) begin: sync_dest_reg_proc
      if(rst == 1'b1) begin
         sync1_reg <= 1'b0;
         sync2_reg <= 1'b0;
      end else begin
         sync1_reg <= ctrl_reg;   
         sync2_reg <= sync1_reg;  
      end
   end
endmodule   
```

==> reports/qor.yml <==
status:
  outcome: "finished clean"
final_timing:
  final.setup.tns_ps: 0
  hold_violations: 0
  slew_violations: 0
  grt_setup_unrepaired: "no"
  worst_clock_skew_ps: 3.81
  finalSetupViolations: 0
  slew-limit-headroom_pct: 80.9
  worstMarginPinSlew_ps: 287
logic_synthesis:
  yosysTopAreaCell: "dfxtp_1"
  number_of_cells_in_yosys_stat: 33
  synth.yosys.seq_area_share_pct: 65.4
  post_synth.cell_area_avg_um2: 12.1
  synthesis.area_um2: 398
  yosys.area.top_type_share_pct: 65.4
  post_synth_inst_count: 33
  synth.lib_cells_used.distinct: 6
  synth.area.top_cells: "dfxtp_1, mux2i_1, nor2b_1, nor2_1, buf_6"
  yosys_warnings: 0
  yosys.stat.chipArea_um2: 398
  yosys_register_bits: 13
power:
  share_of_total_power_in_combinational_logic_pct: 5.8
  static_leakage_power_uw: 0.000232
  switching_share_pct: 18.0
  internal_power_uw: 871
  vdd_ir_drop_max_v: 0.000477
  power-per-cell-area_mw_per_mm2: 1680
  seq_power_share_pct: 51.4
  switching_power_uw: 191
  power.share.clock_pct: 42.8
  power_uw: 1060
flow_run:
  drv_cap: 0
  warning_count: 26
drt:
  routed_met1_length_um: 282
  dr_wl_met3_um: 66
  antenna_violating_nets_post_route: 0
  finalWirelength_um: 755
  top_layer_used_by_detailed_routing: "met4"
  wl_per_cell_um: 7.78
  drt_iter0_drc: 1
  antenna_cells: 0
  detailed_router_iteration_count_before_antenna_repair: 2
  dr_wl_met2_um: 336
  vias: 272
  avgViaCountPerCell: 2.80
  remaining_drc_errors: 0
critical_path:
  number_of_logic_stages_on_the_critical_path_including_buffering: 1
  worst-path-buf-inv: 1
  worstSetupPathType: "flip-flop to output pin"
  critPathSlowestCell: "dfxtp_2"
  crit_path_max_incr_delay_ps: 320
  cp.required_ps: 800
  endpoint_class_of_the_critical_path: "output pin"
  critical_path_s_top_delay_family: "flip-flops"
  arrival_time_at_the_worst_endpoint_ps: 730
  crit_path_start_kind: "flip-flop"
  worstPathMaxFanout: 2
  crit_chain: "clkdlybuf4s15_1"
  reg2reg_depth: 2
clock_tree:
  tritoncts_clock_tree: "done"
  holdBufCountCts: 0
  cts.repair_timing.setup_buffer_count: 0
  clkSinkCount: 13
  path_clk_slew_ps: 50
final_layout:
  syn2layout_area_growth_pct: 58.8
  fillers: 387
  finalCoreUtilization_pct: 18.5
  drive_gt1_share_pct: 23.5
floorplan:
  fp-utilization_pct: 11.6
  placementRows: 21
  chipHeight_um: 80
  ios: 14
  floorplan.core_area_mm2: 0.00342
  design.die.area_mm2: 0.00640
  chipWidth_um: 80
hold_path:
  hold_path.class: "flip-flop to flip-flop"
  holdPathStages: 1
global_route:
  grt_max_degree: 14
  vias_in_the_first_global_route: 309
  global_route.usage.total_pct: 2.34
  grt_pass1_wl_um: 1190
  grt_residual_overflow: 0
  grt_antenna_before_repair: 0
place:
  port_buffers: 12
  gpl.final_weighted_congestion: 0.634
[per-stage QoR]
| stage | hold WS, ps | std cells | cell area (um^2) | setup WS [ps] |
|---|---|---|---|---|
| after floorplan | 272 | 33 | 398 | 261 |
| after global placement | 418 | 90 | 577 | -11.5 |
| after detailed placement | 428 | 90 | 577 | -21.4 |
| after CTS | 440 | 97 | 628 | 4.42 |
| after global routing | 463 | 97 | 632 | 27.2 |
| final | 438 | 97 | 632 | 69.6 |
[synthesized netlist by cell type]
cell and count:
dfxtp_1 13, nor2b_1 8, mux2i_1 5, nor2_1 5, buf_4 1, buf_6 1
[area by class of cell]
type	instances	area [um^2]	area share (%)
clock buffers	7	48.8	7.72
multi-input cells	18	119	18.8
flip-flops and latches	13	267	42.2
well taps	46	57.6	9.11
repair buffers	13	140	22.2
[kinds of logic (layout without fill, tap and decap cells)]
| family | Yosys count | after routing | synth area share, % |
|---|---|---|---|
| buffers and inverters | 2 | 20 | 4.72 |
| DFF | 13 | 13 | 65.4 |
| muxes | 5 | 5 | 12.6 |
| and+or+nand+nor | 13 | 13 | 17.3 |
[power by group through the flow]
stage                 Combinational (uW)  Clock [uW]  Sequential [uW]
after CTS                           62.3         475              546
after global routing                67.1         506              547
final                               61.1         454              546
[repair_timing]
action / 4_1_cts / 5_1_grt
pin swaps: 0 / 0
setup endpoints to repair: 5 / 2
gates resized: 12 / 3
hold endpoints to repair: 0 / 0
[cell usage in the layout (no fill, tap or decap)]
master / n
nor2b_1: 8
dfxtp_1: 8
clkdlybuf4s50_1: 7
clkbuf_4: 6
mux2i_1: 5
nor2_1: 5
dfxtp_2: 5
clkdlybuf4s15_1: 5
clkbuf_1: 1
buf_12: 1
[per-layer routing]
metal | global-route usage [%] | vias to the layer above
li1 | - | 140
met1 | 2.11 | 115
met2 | 3.53 | 12
met3 | 1.14 | 5
met4 | 2.64 | 0
met5 | 0 | -
[path summary, 6_finish.rpt]
check	slack, ps	endpoint	startpoint
min in group clk1	510	data_src_reg[2]	data_src[2]
max in group clk1	240	data_src_reg[3]	rst
setup reg to reg	120	data_dest[1]	sync2_reg
hold / removal	440	sync1_reg	ctrl_reg
hold reg to reg	440	sync1_reg	ctrl_reg
setup / recovery	70	data_dest[4]	data_dest[4]
Power and IR drop assume default switching activity.
